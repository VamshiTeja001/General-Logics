==> flow/design.v <==
`timescale 1ns / 1ps
module SISO_ShiftRegsiter #(
WIDTH =32
    )
    (output Q,output TR, input data,input DIR,input clk,
    input rst);
    reg [WIDTH-1:0]Q_BUFF= 0;
    reg Q_R=0;
    assign  Q= Q_R;
    assign TR=TR_R;
    reg TX_R;reg TR_R;
    reg [WIDTH-1:0]COUNTER =0;
    always@(posedge clk)
    if (rst) Q_BUFF<=0;
    else begin  
    if(DIR) begin
        Q_BUFF = {Q_BUFF[WIDTH-2:0],data};
        TX_R <=1;
    end
    else if (!DIR) begin 
    Q_BUFF <= {data,Q_BUFF[WIDTH-1:1]};
    TX_R<=1;
    end
    if(TX_R)
    begin
    if(COUNTER<WIDTH) begin 
    Q_R = Q_BUFF[COUNTER]; 
    COUNTER=COUNTER+1; 
    TR_R=1;
    end
    else begin
    COUNTER=0;
    TX_R=0;
    TR_R<=0;
    end
    end
     end
endmodule
==> flow/run.sh <==
#!/bin/bash
# OpenROAD 26Q1-2900-gdf79404cd8, Yosys 0.63+post, stock flow scripts
make -C /OpenROAD-flow-scripts/flow DESIGN_CONFIG=/design/flow/config.mk WORK_HOME=/design/flow/orfs finish
==> flow/config.mk <==
export PLATFORM = sky130hd
export DESIGN_NAME = SISO_ShiftRegsiter
export DESIGN_NICKNAME = SISO_ShiftRegsiter
export VERILOG_FILES = /design/flow/design.v
export SDC_FILE = /design/flow/constraint.sdc
export NUM_CORES = 4
export LEC_CHECK = 1
export CORE_UTILIZATION = 40
==> flow/constraint.sdc <==
current_design SISO_ShiftRegsiter

set clk_period 5.3
set clk_io_pct 0.2

create_clock -name clk0 -period $clk_period [get_ports {clk}]

set non_clock_inputs [all_inputs -no_clocks]
set_input_delay [expr $clk_period * $clk_io_pct] -clock clk0 $non_clock_inputs
set_output_delay [expr $clk_period * $clk_io_pct] -clock clk0 [all_outputs]
==> Slide: Implementation Results <==
Implementation Results

Run status
  – Status: finished clean

GRT
  – First-pass GRT wire length: 7.63 mm
  – Initial antenna violation count: 0
  – Pin count of the biggest net entering global routing: 36
  – Grt total ovfl: 0
  – Number of global-route vias before repair: 1653
  – Tot GR Track Use: 13.4%

Pwr
  – Switching power: roughly 0.21 mW
  – Combinational share of power: 3.6%
  – Clock share of power: 45.4%
  – Int Power: 0.880 mW
  – LEAKAGE: 1.34 nW
  – Power per Cell Area: 320 nW/um^2
  – Sequential power share: 51.0%
  – Total power: between 1 and 1.5 mW
  – Maximum vdd drop: 140 uV
  – Sw Share: 19.4%

Synthesis
  – EDFF count, synth: 35
  – Netlist cell types: 36
  – Synth Seq Share: 57.2%
  – Mapped cell area: roughly 3000 sq um
  – Avg Inst Size Synth: about 13 sq um
  – Yosys stat cell total: 228
  – Yosys stat chip area: 2960 sq um
  – Dominant flop cell: edfxtp_1
  – Syn Inst Count: 228
  – Flops after synth: 67
  – Synth async-reset ratio: 0%
  – Yosys warning count: 1

CTS
  – TritonCTS clock tree: yes
  – Post-CTS setup buffer count: 0
  – Worst skew pair latency: 340 ps
  – Clock transition at path regs: 60 ps
  – Post-CTS Hold Buffers: 0
  – H-tree levels: 3
  – CTS Root Cell: clkbuf_8
  – Longest Clk Path Bufs: 2
  – CTS Buf Count: 9
  – Post-cts sizing count: 0
  – CTS sink count: approximately 67

Final timing
  – Max Fclk: 360 MHz
  – Unrepaired setup endpoints after global routing: false
  – Clk_skew: 10.5 ps
  – Final Hold Viols: 0
  – Setup tns final: 0 ps
  – Max-slew violations: 0
  – Minimum clock period: 2780 ps
  – Post-layout period usage: 52.4%
  – # setup viols final: 0

Setup path
  – Critical path fanouts, max: 30
  – Crit end category: flip-flop
  – FF-to-FF setup slack: 3170 ps
  – Crit path launch type: input port
  – Worst R2R Start: COUNTER[0]
  – Cells along the critical path: buf_2, buf_4, mux4_1, mux2i_1, a2111oi_0, a211oi_1, a211oi_2
  – Crit path DAT: 2850 ps
  – Crit path buf inv count: 2
  – Crit-path max cell delay: 480 ps
  – FF-to-FF End: Q_R
  – CP delay by family, top: buffers and inverters
  – CP max-delay cell: buf_4
  – R2R cell count: 6
  – Worst setup path class: in2reg
  – Data required time of the worst path: around 5400 ps

Detailed routing
  – Routed vias: 1728
  – Ant diodes: 0
  – Drt via density: 4.80
  – Iteration-0 DRC count of the detailed router: around 70
  – DRC viols: 0
  – Drt total wl: approximately 4.5 mm
  – Routed len/inst: 12.4 um
  – Drt pass-1 iters: 4
  – Post-DRT Antenna Nets: 0

Floorplan
  – Die area: 7740 sq um
  – I/O pin count: 6
  – Std cell rows: 30
  – Die Width: between 80 and 90 um
  – FP Util: 42.3%
  – Die extent in y: just under 90 um
  – Core Region: 6980 sq um

Flow run
  – Tool Warnings: 25
  – Max-cap violation count: 0

Min path
  – WHS Path Cells: 2
  – HP Start: Q_BUFF[31]
  – Worst hold-check path type: reg2reg
  – Hold worst-path end: Q_BUFF[30]

Cells and area
  – Comb gate area: 1270 sq um
  – Post-layout instance area: between 3000 and 4000 sq um
  – Layout fillers: 615
  – Share of layout cells above drive strength 1: 11.4%
  – Area grow syn2layout: 15.6%
  – FF/Latch Area: 1690 sq um

Placement
  – DP Area: around 3200 sq um
  – Final Wtd Congestion: 0.785
  – Hpwl dp: 2.81 mm
  – Port Buf Inserts: 5
## logic make-up after synthesis
| group | share of synthesized area, % |
|---|---|
| flip-flops | 57.2 |
| other | 0.127 |
| adder cells (fa/ha/maj) | 0.423 |
| AND/OR/NAND/NOR | 10.5 |
| XOR/XNOR | 1.19 |
| multiplexers | 24.3 |
| buffers and inverters | 3.17 |
| AND-OR/OR-AND | 3.09 |
## power by group through the flow
stage	registers (mW)	logic, mW	clock network (mW)
4_1_cts	0.557	0.0400	0.509
5_1_grt	0.558	0.0439	0.534
6_report	0.557	0.0394	0.496
## Yosys cell counts, drive strengths merged, types with 2 or more instances
cell	instances	area share (%)
mux4	11	9.0
o21ai	2	0.34
nor4	7	1.5
nand2	3	0.38
nand3	3	0.51
inv	4	0.51
nor2b	2	0.42
nor3	3	0.51
a21oi	3	0.51
mux2i	44	15
nor2	41	5.2
buf	10	2.0
a211oi	5	1.4
clkbuf	5	0.64
edfxtp	35	36
xnor2	3	0.89
dfxtp	32	22
nand3b	2	0.51
## tightest hold or removal path: stages, from the launching register on
cell and delay [ps]:
dfxtp_1 330, mux2i_1 60, nor2_1 70
## metal layers
layer  global-route usage (%)  vias up  part of all wire [%]
met5                        0        -                     0
met3                     3.72       10                   4.2
met1                     21.6      803                    52
met4                     2.68        0                   2.4
met2                     19.2       26                    41
li1                         -      889                     -
## registers in the layout, indices dropped and copies added (netlist names)
name     cells
COUNTER     32
Q_BUFF      32
Q_R          1
TR_R         1
TX_R         1
## stage by stage
stage	hold WS, ps	cells	worst slack, ps	utilization (%)
after floorplan	452	253	2040	-
after global placement	469	344	2170	45.5
after detailed placement	480	344	2160	45.5
after CTS	496	360	2520	48.9
after global routing	530	360	2390	48.9
final	495	360	2520	48.9
## how the worst max path moves through the flow
stage,start,depth (start not counted),end
after CTS,DIR,7,Q_R
after global routing,DIR,7,Q_R
final,DIR,7,Q_R
## cell usage in the layout, fill, tap and decap left out, drive strengths merged, types with 4 or more instances in the layout
| cell type | n |
|---|---|
| buf | 6 |
| clkinv | 4 |
| nor2 | 41 |
| nor4 | 7 |
| edfxtp | 35 |
| mux2i | 44 |
| inv | 4 |
| clkdlybuf4s50 | 4 |
| mux4 | 11 |
| conb | 26 |
| a211oi | 5 |
| dfxtp | 32 |
| clkbuf | 9 |
## area by class of cell
class	count	share of cell area, %
clock buffers	9	3.63
clock inverters	7	3.41
inverters	4	0.440
multi-input cells	167	37.1
flip-flops and latches	67	49.5
well taps	96	3.52
repair buffers	10	2.42
No activity file was given, so power comes from the tool's default toggle rates.
