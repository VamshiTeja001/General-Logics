==> flow/run.sh <==
#!/bin/bash
# OpenROAD 26Q1-2900-gdf79404cd8, Yosys 0.63+post, stock flow scripts
make -C /OpenROAD-flow-scripts/flow DESIGN_CONFIG=/design/flow/config.mk WORK_HOME=/design/flow/orfs finish
==> flow/config.mk <==
export PLATFORM = sky130hd
export DESIGN_NAME = PISO_Encoder
export DESIGN_NICKNAME = PISO_Encoder
export VERILOG_FILES = /design/flow/design.v
export SDC_FILE = /design/flow/constraint.sdc
export NUM_CORES = 4
export LEC_CHECK = 1
export CORE_UTILIZATION = 50
==> flow/constraint.sdc <==
current_design PISO_Encoder

set clk_period 5.1
set clk_io_pct 0.2

create_clock -name clk0 -period $clk_period [get_ports {clk}]

set non_clock_inputs [all_inputs -no_clocks]
set_input_delay [expr $clk_period * $clk_io_pct] -clock clk0 $non_clock_inputs
set_output_delay [expr $clk_period * $clk_io_pct] -clock clk0 [all_outputs]
==> flow/design.v <==
`timescale 1ns / 1ps
module PISO_Encoder#(WIDTH=32)(
 output Q,
 input [WIDTH-1:0] parallel_Inp,
 output DT,  
 input  clk,        
 input reset,      
    input Trigger
);
reg [WIDTH-1:0] BUFFER =0;
reg Q_R;
reg DT_T;
reg process_done =0;
reg [WIDTH:0] COUNTER=0;
assign Q= Q_R;
assign DT=DT_T;
always @(posedge clk or posedge reset) begin
    if (reset) begin
        Q_R <= 8'b0;  
        BUFFER <= 0;
    end else begin
    BUFFER <=parallel_Inp;
    if(DT_T && COUNTER<WIDTH) begin 
        process_done <=1'b0;
        Q_R <= BUFFER[COUNTER]; 
        COUNTER<= COUNTER+1;
        end  
    else if (DT_T && COUNTER>=WIDTH) begin COUNTER = 0; process_done=1'b1;  end
    end
end
always@(posedge clk or posedge Trigger)
if (Trigger) DT_T=1;
else if (process_done) DT_T=0;
endmodule
==> impl_metrics.tcl <==
# implementation run metrics
set metrics [dict create \
    status "finished, final reports clean" \
    finClkSkew_ns 0.00474 \
    ys_cells 131 \
    cpPeakStageDelay_ns 0.57 \
    whs_path_depth 1 \
    worstPathArrival_ns 2.40 \
    whs_endpoint "DT_T" \
    ys_ff 68 \
    wirelength_mm 3.25 \
    cts.sinks 68 \
    cp-start-kind "input pin" \
    ios 37 \
    pwr_density_cell_nw_per_um2 361 \
    clk_latency_ns 0.33 \
    fin_crit_ns 2.37 \
    startpoint "reset" \
    rsz0062_at_grt "no" \
    antennaDiodeCount 0 \
    antenna_found_initial 0 \
    cts_resized 0 \
    cp_slowest_cell "nor2b_2" \
    finalSetupTns_ns 0 \
    grt_util_met1_pct 26.9 \
    cp-end-kind "flip-flop" \
    dp_cells 243 \
    row_count 24 \
    io_buffers 36 \
    cts_tree "yes" \
    clock.fmax_mhz 421 \
    die_w_um 71.6 \
    reg2reg_slack_ns 2.99 \
    fp_util_pct 53.8 \
    comb_area_um2 588 \
    syn_to_final_growth_pct 30.4 \
    htree_levels 3 \
    cts_setup_buffers 0 \
    warnings 26 \
    drc_errors 0 \
    vias 1240 \
    dp_hpwl_mm 2.14 \
    max_cap_viol_count 0 \
    avgRoutedWirePerCell_um 12.6 \
    reg2reg_from "COUNTER[0]" \
    setup_viol 0 \
    vias_per_cell 4.79 \
    crit_type "in -> reg" \
    grt_pass1_wl_mm 5.56 \
    ctsHoldBuffers 0 \
    dieArea_um2 5130 \
    worstMarginPinSlew_ns 0.686 \
    fill_cells 296 \
    globalplace.congestion 0.809 \
    die_h_um 71.6 \
    hp-start "process_done" \
    dr.pass1.iters 4 \
    hold_class "reg -> reg" \
    cts_root_buffer "clkbuf_8" \
    slew_headroom_pct 54.1 \
    final_hold_viol_count 0 \
    coreArea_um2 4500 \
    critical_path.top_delay_family "buffers and inverters" \
    numCtsBuffers 9 \
    ys_warn_count 1 \
    netlist_instances 131 \
    syn_area_um2 2420 \
    drv_slew 0 \
    top_usage_layer "met1" \
    ys_types 33 \
    clk_pin_slew_ns 0.07 \
    synth_area_per_cell_um2 18.5 \
    worstPathRequired_ns 5.12 \
    yosys_area_um2 2420 \
    vdd_drop_max_mv 0.348 \
    p_leak_uw 0.00122 \
    seqCellArea_um2 1870 \
    period_used_pct 46.5 \
    use_met3_pct 5.14 \
    r2r_cells 4 \
    synth_seq_share_pct 77.3 \
    use_met2_pct 20.4 \
    drive_gt1_share_pct 11.6 \
    grt.overflow.total 0 \
    instances_no_fill 259 \
    cp_max_fo 19 \
    detail_route.iter0.violations 50 \
    grt_max_degree 34 \
    clock_path_buffers 2 \
    grtUsageTotal_pct 15.1 \
    ant_nets 0 \
    cp.buffers_inverters 2 \
    grt_pass1_vias 1264 \
    cp_cell_sequence "clkdlybuf4s50_1, nor2b_2, buf_4" \
    reg2reg_to "Q_R" \
]
==> worst max-delay path by stage <==
stage	slack [ns]	to	depth (start not counted)
4_1_cts	2.70	COUNTER[0]	3
5_1_grt	2.58	COUNTER[4]	3
6_report	2.73	COUNTER[4]	3
==> cells by family (layout without fill, tap and decap cells) <==
family          count (synthesis)  after routing  share of synthesized area (%)
compound gates                  9              9                           3.15
other cells                     1             27                          0.155
mux                            11             11                           7.90
fa+ha+maj                       1              1                          0.516
simple gates                   29             29                           7.33
buf+inv                         9             59                           2.58
xor+xnor                        3              3                           1.08
flops                          68             68                           77.3
==> sequential cells by signal (all words and copies together), names as in the netlist <==
name          count
BUFFER           32
COUNTER          33
DT_T              1
Q_R               1
process_done      1
==> metal layers <==
layer	vias to the layer above	share of wire, %	wire, µm
li1	610	-	-
met1	574	48	1560
met2	46	43	1380
met3	10	6.7	217
met4	0	2.9	94
met5	-	0	0
==> layout by cell type (no fill, tap or decap), drive strengths merged, types with 3 or more instances in the layout <==
cell,synthesis,final
clkinv,0,3
clkbuf,2,9
clkdlybuf4s50,0,36
conb,1,27
mux4,5,5
edfxtp,34,34
nor4,4,4
xnor2,3,3
nor2,8,8
nand4,3,3
inv,5,5
dfrtp,33,33
mux2i,6,6
bufinv,0,3
nor2b,4,4
==> cells in the mapped netlist (all sizes together) <==
library cell	count	share of area, %
nand2b	1	0.26
and3	1	0.31
dfstp	1	1.1
nor4b	1	0.36
a31oi	1	0.26
nor3	2	0.62
a311oi	2	0.72
nor2b	4	1.0
buf	2	0.67
a221oi	1	0.62
conb	1	0.15
and2b	1	0.36
nor2	8	1.2
inv	5	0.77
and4	1	0.36
a22oi	1	0.31
mux2i	6	2.5
a21oi	2	0.41
mux4	5	5.4
or4	1	0.31
o211a	1	0.41
nor4	4	1.0
xnor2	3	1.1
edfxtp	34	42
nand4	3	1.0
clkbuf	2	1.1
dfrtp	33	34
o311a	1	0.41
nand3	2	0.41
ha	1	0.52
==> stage by stage <==
stage                     total power (µW)  utilization (%)  setup WS (ns)  hold slack [ns]  instance area [µm²]
after global placement                 642             64.8           2.38            0.360                 2920
after CTS                             1150             70.1           2.70            0.363                 3160
final                                 1140             70.1           2.73            0.365                 3160
after detailed placement               644             64.8           2.34            0.358                 2920
after global routing                  1190             70.1           2.58            0.407                 3160
after floorplan                        613                -           2.11            0.344                 2520
==> layout make-up <==
cell class	instances	share of cell area, %
Clock buffer	9	3.92
Clock inverter	7	3.64
Tap cell	52	2.06
Sequential cell	68	59.3
Multi-Input combinational cell	80	18.6
Inverter	5	0.594
Timing Repair Buffer	38	11.9
==> where the power goes <==
part | switching, µW | leakage, µW | internal [µW] | total (µW)
Combinational | 12.9 | 0.000387 | 27.3 | 40.2
Sequential | 2.93 | 0.000715 | 589 | 592
Clock | 186 | 0.000117 | 323 | 509
==> worst register-to-register path: stages, from the launching register on <==
cell	delay, ns
edfxtp_1	0.79
mux4_1	0.65
o211a_1	0.22
a311oi_1	0.24
a21oi_1	0.10
Power and IR drop assume default switching activity.
