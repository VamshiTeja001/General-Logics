<file path="flow/design.v">
`timescale 1ns / 1ps
module I2C_S (
    input  clk,
    input  reset,
    inout  sda,
    input  scl,
    output  [7:0] data_out,
    output data_ready
);
        localparam  IDLE =10,
                    ADDRESS =11,
                    READ=12,
                    WRITE=13,
                    ACK=14;
    reg [4:0] state= IDLE; reg [4:0] next_state;
    reg [7:0] data;
    reg [3:0] bit_count;
    reg[7:0] data_out_r;
    reg data_ready_r;
    reg sda_r;
    assign data_out = data_out_r;
    assign data_ready= data_ready_r;
    assign sda = sda_r;
    always @(posedge clk or posedge reset) begin
        if (reset) begin
            state <= IDLE;
            data_ready_r <= 0;
        end else begin
            state <= next_state;
        end
    end
    always @(*) begin
        case (state)
            IDLE: begin
                if (scl && !sda) next_state = ADDRESS;  
                else next_state = IDLE;
            end
            ADDRESS: begin
                if (bit_count == 8) next_state = ACK;
                else next_state = ADDRESS;
            end
            READ: begin
                if (bit_count == 8) next_state = ACK;
                else next_state = READ;
            end
            WRITE: begin
                if (bit_count == 8) next_state = ACK;
                else next_state = WRITE;
            end
            ACK: begin
                next_state = IDLE;
            end
            default: next_state = IDLE;
        endcase
    end
    always @(posedge clk or posedge reset) begin
        if (reset) begin
            data_ready_r <= 0;
            bit_count <= 0;
        end else begin
            case (state)
                IDLE: begin
                    data_ready_r <= 0;
                end
                ADDRESS: begin
                    if (scl) begin
                        data[7 - bit_count] <= sda;
                        bit_count <= bit_count + 1;
                    end
                end
                READ: begin
                    if (scl) begin
                        data[7 - bit_count] <= sda;
                        bit_count <= bit_count + 1;
                    end
                end
                WRITE: begin
                    if (scl) begin
                        sda_r <= data[7 - bit_count];
                        bit_count <= bit_count + 1;
                    end
                end
                ACK: begin
                    data_out_r <= data;
                    data_ready_r <= 1;
                end
            endcase
        end
    end
endmodule
</file>
<file path="flow/run.sh">
#!/bin/bash
# OpenROAD 26Q1-2900-gdf79404cd8, Yosys 0.63+post, stock flow scripts
make -C /OpenROAD-flow-scripts/flow DESIGN_CONFIG=/design/flow/config.mk WORK_HOME=/design/flow/orfs finish
</file>
<file path="flow/config.mk">
export PLATFORM = sky130hd
export DESIGN_NAME = I2C_S
export DESIGN_NICKNAME = I2C_S
export VERILOG_FILES = /design/flow/design.v
export SDC_FILE = /design/flow/constraint.sdc
export NUM_CORES = 4
export LEC_CHECK = 1
export CORE_AREA = 10 10 91 91
export DIE_AREA = 0 0 101 101
</file>
<file path="flow/constraint.sdc">
current_design I2C_S

set clk_period 3.9
set clk_io_pct 0.2

create_clock -name clk0 -period $clk_period [get_ports {clk}]

set non_clock_inputs [all_inputs -no_clocks]
set_input_delay [expr $clk_period * $clk_io_pct] -clock clk0 $non_clock_inputs
set_output_delay [expr $clk_period * $clk_io_pct] -clock clk0 [all_outputs]
</file>
==> metrics.yaml <==
run_status:
  status: "did not finish"
  stop_stage: "clock tree synthesis"
  stop_error: "[error] [KeplerFormal.cpp:679] Workflow failed: Iso has multiple drivers: .sda0, sda$_DFFE_PP_.Q0"
floorplanning:
  initial_utilization_pct: 19.9
  boundaryPins: 13
  rows: 29
  dieWidth_um: 101
  dieHeight_um: 101
cts:
  post-cts-setup-buffers: 0
  cts_buffers: 3
  cts-root-buf: "clkbuf_8"
  cts_resized: 0
  cts.sinks: 24
  clockBufferDepth: 2
  hold_buffers: 0
  cts_max_level: 1
place:
  globalplace.congestion: 0.872
  dp.cells: 189
  io_buffers: 10
  dp_hpwl_um: 1700
synth:
  ys.flops: 24
  edf_count: 17
  yosysWarningCount: 3
  ys_seq_share_pct: 54.4
  ys_cells: 105
  yosysChipArea_um2: 1260
  avgSynthCellArea_um2: 12.0
  flop_cell: "edfxtp_1"
  ys_types: 32
  syn_area_um2: 1260
  syn_inst: 105
  ys_async_sr_fraction_pct: 29.2
-- stage by stage --
step                      util (%)  hold WS, ns  worst slack, ns  area [um^2]
after detailed placement      22.7        0.472             1.24         1440
after global placement        22.7        0.472             1.28         1440
after floorplan                  -        0.437             1.58         1260
-- cell families after synthesis --
kind of cell,synth area share [%]
mux,9.71
fa+ha+maj,6.94
simple gates,16.7
compound gates,5.35
xor+xnor,2.78
flops,54.4
other cells,0.297
buf+inv,3.77
-- cell usage after synthesis, drive strengths merged (2+ instances only) --
| cell | number | area share, % |
|---|---|---|
| edfxtp | 17 | 40 |
| o21ai | 9 | 3.6 |
| inv | 8 | 2.4 |
| ha | 7 | 6.9 |
| nand2 | 7 | 2.1 |
| nor2 | 7 | 2.1 |
| dfrtp | 6 | 12 |
| mux2 | 6 | 5.4 |
| nand3 | 6 | 2.4 |
| nand2b | 5 | 2.5 |
| buf | 3 | 1.4 |
| mux4 | 2 | 3.6 |
| nand3b | 2 | 1.2 |
| nand4 | 2 | 0.99 |
| xnor2 | 2 | 1.4 |
| xor2 | 2 | 1.4 |
